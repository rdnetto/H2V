$ cat flow/design.v
module Concat(
    input clock,
    input ready,
	output reg  listA_req,
    input       listA_ack,
    input [7:0] listA_value,
    input       listA_value_valid,
	output reg  listB_req,
    input       listB_ack,
    input [7:0] listB_value,
    input       listB_value_valid,
	input            req,
	output reg       ack,
	output reg [7:0] value,
	output reg       value_valid
    );
    reg lastSelectA;
    wire selectA;
    assign selectA = lastSelectA & (listA_ack ? listA_value_valid : 1'b1);
    always @(posedge clock) begin
        if(ready)
            lastSelectA <= selectA;
        else
            lastSelectA <= 1;
    end
    always @(*) begin
        if(selectA) begin
            listA_req = req;
            ack = listA_ack;
            value = listA_value;
            value_valid = listA_value_valid;
            listB_req = 0;
        end else begin
            listB_req = req;
            ack = listB_ack;
            value = listB_value;
            value_valid = listB_value_valid;
            listA_req = 0;
        end
    end
endmodule
module Cons(
    input clock,
    input ready,
    input [7:0] head,
	output reg  tail_req,
    input       tail_ack,
    input [7:0] tail_value,
    input       tail_value_valid,
	input            req,
	output reg       ack,
	output reg [7:0] value,
    output reg       value_valid
    );
    reg headShown;
    reg selectHead;
    reg lastReq;
    reg headAck;
    always @(posedge clock) begin
        lastReq <= req;
        if(ready) begin
            if(~lastReq & req) begin
                headAck <= 1;
                headShown <= 1;
                if(headShown)
                    selectHead <= 0;
            end else begin
                headAck <= 0;
            end
        end else begin
            headShown <= 0;
            selectHead <= 1;
            headAck <= 0;
        end
    end
    always @(*) begin
        if(selectHead) begin
            ack = headAck;
            value = head;
            value_valid = 1;
            tail_req = 0;
        end else begin
            tail_req = req;
            ack = tail_ack;
            value = tail_value;
            value_valid = tail_value_valid;
        end
    end
endmodule
module Hold(
    input clock,
    input ready,
    input x,
    output reg y
    );
    always @(posedge clock)
        y <= ready ? y | x : 0;
endmodule
module ListMux(
    input ready,
    input cond,
    input            out_req,
    output reg       out_ack,
    output reg [7:0] out_value,
    output reg       out_value_valid,
    output reg       true_req,
    input            true_ack,
    input [7:0]      true_value,
    input            true_value_valid,
    output reg       false_req,
    input            false_ack,
    input [7:0]      false_value,
    input            false_value_valid
    );
    always @(*) begin
        if(~ready) begin
            true_req = 1'b0;
            false_req = 1'b0;
            out_ack = 1'b0;
            out_value = 8'hFF;
            out_value_valid = 1'b0;
        end else if(cond) begin
            true_req = out_req;
            out_ack = true_ack;
            out_value = true_value;
            out_value_valid = true_value_valid;
            false_req = 1'b0;
        end else begin
            false_req = out_req;
            out_ack = false_ack;
            out_value = false_value;
            out_value_valid = false_value_valid;
            true_req = 1'b0;
        end
    end
endmodule
module Decons(
    input clock,
    input ready,
    output reg  done,
	output reg  list_req,
    input       list_ack,
    input [7:0] list_value,
    input       list_value_valid,
    output reg [7:0] head,
    output reg       head_valid,
	input            tail_req,
	output reg       tail_ack,
	output reg [7:0] tail_value,
    output reg       tail_value_valid
    );
    reg nextDone;
    always @(posedge clock) begin
        if(ready) begin
            done <= done | nextDone;
            if(~done & list_ack) begin
                nextDone <= 1'b1;
                head <= list_value;
                head_valid <= list_value_valid;
            end else begin
                nextDone <= 1'b0;
            end
        end else begin
            done <= 1'b0;
            nextDone <= 1'b0;
            head <= 8'hFF;
            head_valid = 1'b0;
        end
    end
    always @(*) begin
        list_req = ready & ~done;
        if(done) begin
            list_req = tail_req;
            tail_ack = list_ack;
            tail_value = list_value;
            tail_value_valid = list_value_valid;
        end else begin
            list_req = ready & ~nextDone;
            tail_ack = 1'b0;
            tail_value = 8'hFF;
            tail_value_valid = 1'b0;
        end
    end
endmodule
$ cat flow/run.sh
#!/bin/bash
# OpenROAD 26Q1-2900-gdf79404cd8, Yosys 0.63+post, stock flow scripts
make -C /OpenROAD-flow-scripts/flow DESIGN_CONFIG=/design/flow/config.mk WORK_HOME=/design/flow/orfs finish
$ cat flow/config.mk
export PLATFORM = sky130hd
export DESIGN_NAME = Decons
export DESIGN_NICKNAME = Decons
export VERILOG_FILES = /design/flow/design.v
export SDC_FILE = /design/flow/constraint.sdc
export NUM_CORES = 4
export LEC_CHECK = 1
export CORE_AREA = 10 10 70 70
export DIE_AREA = 0 0 80 80
$ cat flow/constraint.sdc
current_design Decons

set clk_period 1.8
set clk_io_pct 0.2

create_clock -name clk0 -period $clk_period [get_ports {clock}]

set non_clock_inputs [all_inputs -no_clocks]
set_input_delay [expr $clk_period * $clk_io_pct] -clock clk0 $non_clock_inputs
set_output_delay [expr $clk_period * $clk_io_pct] -clock clk0 [all_outputs]
==> results.sh <==
# source this file to load flow results
export IMPL_nFillCells=376
export IMPL_met1_usage=0.0663
export IMPL_sw_frac_of_total=0.251
export IMPL_grt_pass1_vias=556
export IMPL_syn_area_sq_um=531
export IMPL_yosys_warnings=1
export IMPL_reg2regPathDepth=4
export IMPL_fmax_ghz=0.569
export IMPL_drt_initial_drc_count=7
export IMPL_ctsHoldBuffers=0
export IMPL_cts_tree="built"
export IMPL_die_h_um=80
export IMPL_grt_max_degree=13
export IMPL_period_needed_ns=1.76
export IMPL_gp_congestion=0.709
export IMPL_fp_util=0.155
export IMPL_hold_viol=0
export IMPL_grt_use_met3=0.0409
export IMPL_synthCells=58
export IMPL_cts_buffer_depth=2
export IMPL_setup_viol=0
export IMPL_grt_total_usage=0.0553
export IMPL_relSlewSlack=0.892
export IMPL_final_max_slew_violation_count=0
export IMPL_ys_cells=58
export IMPL_dieArea_sq_um=6400
export IMPL_hold_ws_ns=0.382
export IMPL_p_leak_nw=0.489
export IMPL_first_pass_iters=4
export IMPL_rsz0062_at_grt="yes"
export IMPL_cts_buffers=3
export IMPL_fin_crit_sh=0.977
export IMPL_power_frac_comb=0.261
export IMPL_clkLatencyLatePin_ns=0.28
export IMPL_met2_usage=0.0795
export IMPL_seqPwrFrac=0.452
export IMPL_hp_class="primary input to flop"
export IMPL_clock_root_buffer="clkbuf_4"
export IMPL_vias=512
export IMPL_worst_pin_slew_ns=0.161
export IMPL_drv_cap=0
export IMPL_synth_cell_types=16
export IMPL_wl_per_cell_um=12.0
export IMPL_rows=21
export IMPL_tool_warnings=26
export IMPL_clkPwrFrac=0.287
export IMPL_grt_ovfl_total=0
export IMPL_stdcell_count=143
export IMPL_antenna_found_initial=0
export IMPL_worst_r2r_setup_slack_ns=0.77
export IMPL_ir_drop_mv=0.263
export IMPL_syn_to_final_growth_pct=88.0
export IMPL_start_kind="primary input"
export IMPL_diodes=0
export IMPL_crit_path_end_kind="primary output"
export IMPL_drive_gt1_frac=0.165
export IMPL_hold_depth=3
export IMPL_ys_flops=11
export IMPL_gr_max_usage_layer="met2"
export IMPL_synth_seq_share=0.415
export IMPL_drc_errors=0
export IMPL_power_switching_uw=152
export IMPL_intPower_uw=454
export IMPL_dp_cells=139
export IMPL_post_cts_resized=3
export IMPL_core_sq_um=3420
export IMPL_status="complete, no violations"
export IMPL_synthesis_area_per_instance_sq_um=9.15
export IMPL_vias_per_cell=3.58
export IMPL_pin_count=34
export IMPL_grt_pass1_wl_mm=2.88
export IMPL_clk_pin_slew_ns=0.09
export IMPL_cp_required_ns=1.44
export IMPL_powerDensity_nw_per_um2=608
export IMPL_die_x_um=80
export IMPL_postCtsSetupRepairBufs=0
export IMPL_cts_sinks=11
export IMPL_antenna_left=0
export IMPL_dp_hpwl_mm=1.33
export IMPL_crit_arrival_ns=1.40
export IMPL_crit_fanout=2
export IMPL_worstSetupPathType="primary input to primary output"
export IMPL_drt_total_wl_mm=1.71
export IMPL_final_util=0.292
export IMPL_numPortBuffers=33
export IMPL_cts_max_level=1
export IMPL_ys_area_sq_um=531
export IMPL_skew_ns=0.0158
-- Yosys cell counts --
cell type / number / area share
a22o_1: 1 / 0.017
and2_1: 3 / 0.035
buf_2: 2 / 0.019
buf_6: 2 / 0.042
clkbuf_1: 1 / 0.0071
dfxtp_1: 11 / 0.42
inv_1: 8 / 0.057
mux2i_1: 1 / 0.019
nand2_1: 2 / 0.014
nand2b_1: 8 / 0.094
nand3b_1: 8 / 0.11
nor2_1: 1 / 0.0071
nor2b_1: 1 / 0.012
nor2b_4: 1 / 0.026
o211ai_1: 7 / 0.099
o211ai_2: 1 / 0.024
-- sequential cells by signal (all words and copies together), names as in the netlist --
| register | count |
|---|---|
| done | 1 |
| nextDone | 1 |
| head | 8 |
| head_valid | 1 |
-- final cells by class --
| class | count | area (sq um) | share of cell area |
|---|---|---|---|
| Timing Repair Buffer | 40 | 399 | 0.400 |
| Multi-Input combinational cell | 34 | 259 | 0.260 |
| Sequential cell | 11 | 224 | 0.225 |
| Tap cell | 46 | 57.6 | 0.0577 |
| Inverter | 8 | 30.0 | 0.0301 |
| Clock buffer | 3 | 22.5 | 0.0226 |
| Clock inverter | 1 | 5.00 | 0.00502 |
-- path summary, 6_finish.rpt --
kind,from,end
worst max-delay path,list_value[3],tail_value[3]
worst min-delay path,list_value[1],head[1]
worst max register to register,done,head_valid
worst min register to register,head_valid,head_valid
-- placed cells by master (no fill, tap or decap), types with 2 or more instances in the layout --
cell / count
nand3b_1: 8
and2_1: 3
o211ai_1: 7
clkbuf_4: 3
nand2b_1: 6
nand2_1: 2
nand2b_4: 2
dfxtp_1: 10
buf_4: 6
inv_1: 8
dlymetal6s2s_1: 6
dlygate4sd2_1: 2
clkdlybuf4s50_1: 25
-- power groups by stage --
| stage | clock [mW] | combinational [mW] | sequential [mW] |
|---|---|---|---|
| 5_1_grt | 0.192 | 0.176 | 0.278 |
| 4_1_cts | 0.178 | 0.159 | 0.275 |
| 6_report | 0.174 | 0.158 | 0.274 |
-- through the flow --
step	total power, mW	setup TNS [ns]	setup slack (ns)	instance area (sq um)
detailed placement	0.440	-0.00809	-0.00809	935
global placement	0.438	-0.00734	-0.00734	935
floorplan	0.331	0	0.671	531
CTS	0.612	0	0.0140	961
finish	0.606	0	0.0414	997
global route	0.646	-0.00839	-0.00839	997
-- per-layer routing --
layer  share of wire  up-vias
met4          0.0099        0
met2            0.40       25
met1            0.44      215
li1                -      270
met3            0.15        2
met5               0        -
-- cell families (layout without fill, tap and decap cells) --
kind of cell / count (synthesis) / after routing / share of synthesized area
AND/OR/NAND/NOR: 24 / 24 / 0.302
AND-OR/OR-AND: 9 / 9 / 0.139
buffers and inverters: 13 / 52 / 0.125
multiplexers: 1 / 1 / 0.0189
flip-flops: 11 / 11 / 0.415
-- critical path: stages --
cell and delay (ns):
clkdlybuf4s50_1 0.48, nand2b_1 0.10, clkdlybuf4s50_1 0.46
No activity file was given, so power comes from the tool's default toggle rates.
